## ./design.v

```verilog
module uart_top #(
  parameter clk_freq = 1000000,
  parameter baud_rate = 9600
) (
  input clk, rst,
  input rx,
  input [7:0] dintx,
  input newd,
  output tx,
  output [7:0] doutrx,
  output donetx,
  output donerx,  
  output tx_busy,
  output rx_busy
);
  localparam clk_count = (clk_freq/baud_rate);
  reg [31:0] count = 0;
  reg uclk = 0;
  always @(posedge clk) begin
	if (count < clk_count/2) begin
	  uclk <= uclk;
	  count <= count + 1;
	end
	else begin
	  uclk <= ~uclk;
	  count <= 0;
	end
  end
  uart_tx utx (uclk, rst, newd, dintx, donetx, tx, tx_busy);
  uart_rx urx (uclk, rst, rx, donerx, doutrx, rx_busy);
endmodule
module uart_tx(
  input clk, rst,
  input newd,
  input [7:0] txdin,
  output reg done,
  output reg tx,
  output reg dut_busy
);
  typedef enum reg {idle, transfer} state_t;
  state_t current_state, next_state;
  reg [3:0] count;
  reg [7:0] din;
  always @(posedge clk) begin
	if (rst) current_state <= idle;
	else current_state <= next_state;
  end
  reg inc_count;			 
  always @(posedge clk) begin
    if (inc_count) count <= count + 1;
	else count <= 0;
  end
  always @(*) begin
	case (current_state)
	  idle: begin
	    done <= 1'b0;
		inc_count <= 0;
		if (newd) begin
		  tx <= 1'b0;				 
		  next_state <= transfer;
		  din <= txdin;
		  dut_busy <= 1;
		end
		else begin
		  tx <= 1'b1;				
		  next_state <= idle;
		  dut_busy <= 0;
		end
	  end
	  transfer: begin
		if (count <= 3'd7) begin
		  done <= 1'b0;
		  inc_count <= 1;
		  next_state <= transfer;
		  tx <= din[count];
		  dut_busy <= 1;
		end
		else begin
		  done <= 1'b1;
		  next_state <= idle;
		  tx <= 1'b1;				 
		  inc_count <= 0;
		  dut_busy <= 0;
		end
	  end
	  default: next_state <= idle;
	endcase
  end
endmodule
module uart_rx(
  input clk, rst,
  input rx,
  output reg done,
  output reg [7:0] rxdout,
  output reg dut_busy
);
  typedef enum reg {idle, start} state_t;
  state_t current_state, next_state;
  reg [3:0] count;
  always @(posedge clk) begin
	if (rst) current_state <= idle;
	else current_state <= next_state;
  end
  reg inc_count;
  always @(posedge clk) begin
    if (inc_count) count <= count + 1;
	else count <= 0;
  end
  reg push;
  always @(posedge clk) begin
    if (push) rxdout <= {rx, rxdout[7:1]};
  end
  always @(*) begin
    case (current_state)
	  idle: begin
	    done <= 1'b0;
		rxdout <= 8'b0;
		inc_count <= 0;
		push <= 0;
		if (!rx) begin
		  next_state <= start;
		  dut_busy <= 1;
		end
		else begin
		  next_state <= idle;
		  dut_busy <= 0;
		end
	  end
	  start: begin
	    if (count <= 3'd7) begin
		  push <= 1;
		  next_state <= start;
		  done <= 1'b0;
		  inc_count <= 1;
		  dut_busy <= 1;
		end
		else begin
		  next_state <= idle;
		  done <= 1'b1;
		  inc_count <= 0;
		  dut_busy <= 0;
		  push <= 0;
		end
	  end
	  default: next_state <= idle;
	endcase
  end
endmodule
```

## ./run.sh

```bash
#!/bin/bash
# OpenROAD 26Q1-2900-gdf79404cd8, Yosys 0.63+post, stock flow scripts
make -C /OpenROAD-flow-scripts/flow DESIGN_CONFIG=/design/flow/config.mk WORK_HOME=/design/flow/orfs finish
```

## ./config.mk

```make
export PLATFORM = sky130hd
export DESIGN_NAME = uart_top
export DESIGN_NICKNAME = uart_top
export VERILOG_FILES = /design/flow/design.v
export SDC_FILE = /design/flow/constraint.sdc
export NUM_CORES = 4
export LEC_CHECK = 1
export CORE_UTILIZATION = 30
```

## ./constraint.sdc

```tcl
current_design uart_top

set clk_period 2.6
set clk_io_pct 0.2

create_clock -name clk0 -period $clk_period [get_ports {clk}]

set non_clock_inputs [all_inputs -no_clocks]
set_input_delay [expr $clk_period * $clk_io_pct] -clock clk0 $non_clock_inputs
set_output_delay [expr $clk_period * $clk_io_pct] -clock clk0 [all_outputs]
```

==> qor.json <==
{
  "cts-buffers-inserted": 5,
  "met2RoutedLength_um": 744,
  "worst-endpoint-arrival_ns": 1.84,
  "cts-htree-levels": 2,
  "grt_util_all_layers_pct": 7.41,
  "synth_largest_type_area_fraction_pct": 56.7,
  "yosys-dominant-comb-family": "simple AND/OR/NAND/NOR gates",
  "min_period_over_period_pct": 90.8,
  "final_weighted_congestion_in_routability_driven_placement": 0.746,
  "core_area_um2": 4750,
  "clock_insertion_delay_worst_skew_ns": 0.28,
  "warnings": 25,
  "drive_gt1_share_pct": 8.67,
  "tritoncts": "done",
  "setup_tns_ns": 0,
  "antenna-diode-count": 0,
  "final_antenna_net_count": 0,
  "placementRows": 25,
  "hold_path.class": "reg2reg",
  "synth.cellmix.xorXnorShare_pct": 2.95,
  "setup_violations": 0,
  "hold_viol": 0,
  "synth_top_cell_by_area": "sky130_fd_sc_hd__dfxtp_1",
  "core_util_floorplan_pct": 31.2,
  "slew_viol_final": 0,
  "grt_max_degree": 12,
  "crit_path_start_kind": "input port",
  "synth_warnings": 19,
  "final_layout_top_logic_cell": "sky130_fd_sc_hd__dfxtp_1",
  "post_cts_resized": 0,
  "aoi_share_pct": 3.79,
  "mappedNetlistArea_um2": 1480,
  "wl_per_cell_um": 7.30,
  "untimed_endpoints": 20,
  "detail_route.first_pass.iterations": 2,
  "synth.ff_latch_count": 51,
  "mostFrequentLayoutCells": "sky130_fd_sc_hd__dfxtp_1 (42), sky130_fd_sc_hd__conb_1 (34), sky130_fd_sc_hd__clkdlybuf4s50_1 (16), sky130_fd_sc_hd__nor2_1 (8), sky130_fd_sc_hd__dlxtn_1 (8)",
  "post-dp-hpwl_um": 1310,
  "cts_setup_buffers": 0,
  "synthesized_netlist_cell_count": 123,
  "outcome": "finished clean",
  "max_cap_violations": 0,
  "die_y_um": 72.3,
  "cts-hold-fix-buffers": 0,
  "p_leak_nw": 0.800,
  "grt_first_pass_wirelength_um": 3060,
  "highest_metal_layer_used_by_the_detailed_router": "met4",
  "path_max_fanout": 9,
  "yosys-stat-cells": 123,
  "grt-ovfl-total": 0,
  "via_count": 872,
  "m1WireLength_um": 854,
  "fin_skew_ns": 0.00493,
  "kind_of_end_point_of_the_critical_path": "output port",
  "crit_type": "in2out",
  "met3_length_um": 88,
  "cts_root_buf": "sky130_fd_sc_hd__clkbuf_8",
  "timing.fmax_mhz": 423,
  "power_per_cell_area_nw_per_um2": 565,
  "path_clk_slew_ns": 0.06,
  "detail_route.drc_violations": 0,
  "pin_count": 25,
  "ys_sh_adder_pct": 2.53,
  "synth_cell_type_count": 32,
  "top_cells_by_area": "sky130_fd_sc_hd__dfxtp_1 (57%), sky130_fd_sc_hd__dlxtn_1 (8.1%), sky130_fd_sc_hd__buf_4 (4.0%)",
  "post_drt_via_cell_ratio": 3.63,
  "dr.first_iter.drc_count": 30,
  "final_critical_delay_including_setup_and_external_delays_ns": 2.36,
  "synth.cellmix.simpleShare_pct": 16.4,
  "syn_to_final_growth_pct": 29.9,
  "syn_avg_cell_area_um2": 12.1,
  "cts.path.max_buffers": 2,
  "dieWidth_um": 72.3,
  "ir_drop_uv": 663,
  "yosys_area_um2": 1480,
  "worst-endpoint-required_ns": 2.08,
  "number_of_register_pins_that_no_clock_reaches": 18,
  "grt_pass1_vias": 771,
  "grt_setup_unrepaired": "no",
  "antenna_violations_before_repair": 0,
  "chipArea_um2": 5230,
  "wirelength_um": 1750,
  "whs_ns": 0.488,
  "placement.io_buffers": 16,
  "muxShareOfSynthArea_pct": 2.28
}
kinds of logic after synthesis:
logic type / Yosys count
AOI/OAI and AO/OA: 8
muxes: 2
and+or+nand+nor: 41
other: 1
latches: 8
DFF: 43
adders and majority gates: 3
buffers and inverters: 12
xor gates and xnor gates: 5
final timing paths:
path                            cells after the start  slack, ns  endpoint       from
worst max-delay path                                6       0.24        tx       newd
worst min-delay path                                1       0.49  count[0]   count[0]
worst max register to register                      3       1.12      uclk  count[12]
worst min register to register                      1       0.49  count[0]   count[0]
power breakdown:
| part | total, mW | leakage, nW | switching, mW | internal, mW |
|---|---|---|---|---|
| combinational | 0.0311 | 0.312 | 0.00975 | 0.0214 |
| sequential | 0.545 | 0.422 | 0.00712 | 0.538 |
| clock | 0.512 | 0.0663 | 0.171 | 0.342 |
layer usage:
metal	up-vias	track usage, %
li1	471	-
met1	376	10.4
met2	17	11.6
met3	8	1.97
met4	0	2.18
met5	-	0
per-stage QoR:
stage	util (%)	power (mW)	cells	setup WS (ns)	cell area [µm²]
finish	40.6	1.09	240	0.238	1930
detailed placement	37.8	0.589	232	0.227	1800
CTS	40.6	1.11	240	0.220	1930
global placement	37.8	0.588	232	0.230	1800
floorplan	-	0.573	156	1.14	1610
global route	40.6	1.14	240	0.151	1930
area by class of cell:
cell class | count | area [µm²]
flip-flops and latches | 51 | 991
multi-input cells | 93 | 542
repair buffers | 17 | 168
clock buffers | 6 | 93.8
inverters | 4 | 15.0
fillers | 480 | 2830
well taps | 67 | 83.8
clock inverters | 2 | 35.0
synthesized netlist by cell type:
library cell                instances
sky130_fd_sc_hd__nand2_1            3
sky130_fd_sc_hd__a21oi_1            2
sky130_fd_sc_hd__a2111oi_0          1
sky130_fd_sc_hd__nand3_1            3
sky130_fd_sc_hd__dfxtp_1           42
sky130_fd_sc_hd__xor2_1             2
sky130_fd_sc_hd__ha_1               3
sky130_fd_sc_hd__edfxtp_1           1
sky130_fd_sc_hd__nand3b_1           1
sky130_fd_sc_hd__nor4_2             2
sky130_fd_sc_hd__nor3_1             5
sky130_fd_sc_hd__nand4_1            1
sky130_fd_sc_hd__or3_1              1
sky130_fd_sc_hd__nand3_2            1
sky130_fd_sc_hd__and2_1             4
sky130_fd_sc_hd__o211ai_1           1
sky130_fd_sc_hd__a211oi_2           1
sky130_fd_sc_hd__xnor2_1            3
sky130_fd_sc_hd__o21ai_1            2
sky130_fd_sc_hd__nor4_1             4
sky130_fd_sc_hd__or2_1              1
sky130_fd_sc_hd__inv_1              4
sky130_fd_sc_hd__buf_4              8
sky130_fd_sc_hd__mux4_2             1
sky130_fd_sc_hd__nand2b_1           3
sky130_fd_sc_hd__nand4_2            1
sky130_fd_sc_hd__conb_1             1
sky130_fd_sc_hd__mux2_1             1
sky130_fd_sc_hd__nor2b_1            3
sky130_fd_sc_hd__nor2_1             8
sky130_fd_sc_hd__o31ai_1            1
sky130_fd_sc_hd__dlxtn_1            8
sequential cells by signal, summed over array words and instances (netlist names):
register and flops:
count 32, urx.current_state 1, uclk 1, utx.count 4, urx.count 4, utx.din 8, utx.current_state 1
worst max-delay path, cell delays in order:
cell and delay (ns):
sky130_fd_sc_hd__clkdlybuf4s50_1 0.40, sky130_fd_sc_hd__nand2b_1 0.12, sky130_fd_sc_hd__buf_4 0.17, sky130_fd_sc_hd__nand3_1 0.07, sky130_fd_sc_hd__o31ai_1 0.07, sky130_fd_sc_hd__clkdlybuf4s50_1 0.49
Power is estimated from default activity; no workload was simulated.
